==> design.v <==
module display7 ( in_000, in_001, in_002, in_003,  G, F, E, D, C, B, A );
  input in_000, in_001, in_002, in_003;
  output G, F, E, D, C, B, A;
  wire wir000, wir001, wir002, wir003, wir004, wir005, wir006, wir007, wir008, wir009, wir010, wir011, wir012, wir013, wir014, wir015, wir016, wir017, wir018, wir019, wir020, wir021, wir022 ;
  nand gate000 ( wir000, in_000, in_002 );
  nand gate001 ( wir001, in_000, in_000 );
  nand gate002 ( wir002, wir000, in_001 );
  nand gate003 ( wir003, in_001, wir002 );
  nand gate004 ( wir004, wir000, wir002 );
  nand gate005 ( wir005, in_002, wir003 );
  nand gate006 ( wir006, in_003, wir001 );
  nand gate007 ( wir007, wir006, wir004 );
  nand gate008 ( wir008, in_003, wir005 );
  nand gate009 ( wir009, wir005, wir008 );
  nand gate010 ( wir010, in_003, wir008 );
  nand gate011 ( wir011, wir010, wir009 );
  nand gate012 ( wir012, wir010, wir007 );
  nand gate013 ( wir013, wir001, wir011 );
  nand gate014 ( wir014, wir003, wir004 );
  nand gate015 (      G, wir011, wir014 );
  nand gate016 ( wir015, in_003, wir014 );
  nand gate017 ( wir016, wir015, wir013 );
  nand gate018 (      C, wir016, wir012 );
  nand gate019 ( wir017, wir016, wir007 );
  nand gate020 ( wir018, wir003, wir012 );
  nand gate021 ( wir019, wir017, in_003 );
  nand gate022 (      F, wir011, wir017 );
  nand gate023 (      D, wir018, wir017 );
  nand gate024 (      B, wir012,      F );
  nand gate025 ( wir020, wir004, wir018 );
  nand gate026 ( wir021, wir001,      D );
  nand gate027 (      E, wir019, wir021 );
  nand gate028 ( wir022,      D, wir019 );
  nand gate029 (      A, wir020, wir022 );
endmodule
==> run.sh <==
#!/bin/bash
# OpenROAD 26Q1-2900-gdf79404cd8, Yosys 0.63+post, stock flow scripts
make -C /OpenROAD-flow-scripts/flow DESIGN_CONFIG=/design/flow/config.mk WORK_HOME=/design/flow/orfs finish
==> config.mk <==
export PLATFORM = sky130hd
export DESIGN_NAME = display7
export DESIGN_NICKNAME = display7
export VERILOG_FILES = /design/flow/design.v
export SDC_FILE = /design/flow/constraint.sdc
export NUM_CORES = 4
export LEC_CHECK = 1
export CORE_AREA = 10 10 70 70
export DIE_AREA = 0 0 80 80
==> constraint.sdc <==
current_design display7

set clk_period 1.9
set clk_io_pct 0.2

create_clock -name clk0 -period $clk_period

set non_clock_inputs [all_inputs -no_clocks]
set_input_delay [expr $clk_period * $clk_io_pct] -clock clk0 $non_clock_inputs
set_output_delay [expr $clk_period * $clk_io_pct] -clock clk0 [all_outputs]
==> CHANGELOG.md <==
### Physical design

- Hold endpoint: C
- Critical-path top delay cell: or3_1
- Largest stage delay on the critical path: 300 ps
- Syn Area/Cell: 6.86 um2
- Rel. slew slack: 84.6%
- Gr usage total: 2.70%
- Final setup vio count: 5
- Worst min path class: in -> out
- Flop area: 0 um2
- Cycle use final: 107%
- Largest net degree at the start of global routing: 8
- Startpoint Class: primary input
- Maximum VDD drop: 97.3 uV
- Setup WS post-layout: -128 ps
- Initial antenna violation count: 0
- Number of global-route vias before repair: 338
- I/O pins: 11
- Lkg Pwr: 0.230 nW
- Unrepaired setup endpoints after global routing: true
- DP Area: 472 um2
- Slew at the pin closest to its max-slew limit: 230 ps
- Crit path required time: 1520 ps
- Syn-to-layout area delta: 117%
- Status: finished, violations left
- Max Fclk: 0.493 GHz
- Top Layout Cells: 9 x buf_4, 8 x buf_2, 4 x inv_1
- Post-route setup TNS: -332 ps
- Cell mode on critical path: ha_4
- Cts hold-fix bufs: 0
- DR pass1 iterations: 4
- 1st-iter DRT viols: 7
- Worst Path Max Fanout: 4
- Yosys cell types: 23
- Total of clock buffers placed in the layout: 0
- Non-Filler Instances: 102
- DRT antenna net count: 0
- Tool warnings: 35
- Hold depth: 5
- GPL Wtd Cong: 0.639
- Crit path cell chain: buf_8, nand2_4, inv_2, ha_4, nor2b_4, ha_4, nor2_4, buf_6, or3_1, nand3_1, buf_2
- Synthesis area per yosys: 240 um2
- Finished layout cell area: 522 um2
- GRT overflow: 0
- Dpl hpwl: 679 um
- Failing checks: setup timing
- Crit path max-delay family: simple AND/OR/NAND/NOR gates
- Fp_density: 7.03%
- Yosys Instances: 35
- Min-Delay Startpoint: in_002
- Worst setup path class: in -> out
- Post-Route WL: 841 um
- Drt drc: 0
- Die area: 0.00640 mm2
- CP Buf/Inv Count: 4
- Die height: 80 um
- Post-route core utilization: 15.3%
- Pwr/cell area: 260 mW/mm2
- Number of instances in the placed design: 98
- Via count: 329
- Final Hold Fails: 0
- Mapped Cells: 35
- Share of post-route cells with drive strength above 1: 58.9%
- Number of max-cap violations: 0
- Arr. time, crit path: 1650 ps
- Die width: 80 um
- Post-layout power: 0.136 mW
- First-pass GRT wire length: 1.51 mm
- IO Port Bufs: 11
- Avg WL per Cell: 8.25 um
- ANT cells: 0
- Flop count: 0
- Most numerous logic cell after layout: buf_4
- Vias per cell: 3.23
- Tmin final: 2030 ps
- CP endpoint kind: output pin
- Synthesized area: 240 um2
- Sequential fraction of the synthesis area: 0%
- Core area: 0.00342 mm2
- Rows: 21
- Max-slew violation count: 0
- Number of synthesis warnings: 0
==> worst max-delay path by stage <==
stage	from	endpoint	slack, ps	cells past startpoint
after CTS	in_002	E	-140	11
after global routing	in_002	E	-220	11
final	in_002	E	-130	11
==> synthesized netlist by cell type <==
cell type	number	share of area [%]
inv_1	6	9.4
ha_1	3	16
nand3_1	3	6.2
nor2_1	2	3.1
nor2b_1	2	5.2
o211ai_1	2	6.2
a21o_1	1	3.1
a21oi_1	1	2.1
a21oi_2	1	3.6
a22oi_1	1	3.1
a2bb2oi_1	1	3.6
a31o_1	1	3.6
buf_6	1	4.7
nand2_1	1	1.6
nand2b_1	1	2.6
nor2b_4	1	5.7
nor3_1	1	2.1
o21ai_2	1	3.6
o21bai_1	1	3.1
o32ai_1	1	3.6
or2_0	1	2.6
or2_1	1	2.6
or3_1	1	2.6
==> worst min-delay path: cells and delay by family <==
family                     cells  cell delay, ps
buffers and inverters          2             190
and+or+nand+nor                1             140
adders and majority gates      1             150
AOI/OAI and AO/OA              1              50
==> per-layer routing <==
metal	vias up	GRT usage (%)	wire, um
met4	0	0	0
li1	173	-	-
met2	8	4.49	395
met3	0	0.682	58
met1	148	3.63	386
met5	-	0	0
==> where the power goes <==
group / leakage [nW] / switching [mW] / total [mW] / internal [mW]
logic: 0.230 / 0.0561 / 0.136 / 0.0795
clock network: 0 / 0 / 0 / 0
registers: 0 / 0 / 0 / 0
total: 0.230 / 0.0561 / 0.136 / 0.0795
==> area by class of cell <==
class	instances	area (um2)
fill	398	2890
inverter	6	22.5
multi-input combinational	28	273
tap	46	57.6
timing repair buffer	22	169
==> cell families (layout without fill, tap and decap cells) <==
logic type / count (synthesis) / in the layout / share of synthesized area [%]
buf+inv: 7 / 28 / 14.1
simple gates: 14 / 14 / 34.4
fa+ha+maj: 3 / 3 / 15.6
compound gates: 11 / 11 / 35.9
==> stage by stage <==
stage          worst slack (ps)  hold WS [ps]
3_5_place_dp              -1040          1980
4_1_cts                    -137          1300
3_3_place_gp              -1060          1980
6_report                   -128          1290
2_1_floorplan              8.82           919
5_1_grt                    -222          1330
==> repair_timing <==
action / 4_1_cts / 5_1_grt
buffers inserted: 4 / 0
pin swaps: 10 / 2
gates resized: 50 / 1
endpoints found under the setup margin: 7 / 6
No activity file was given, so power comes from the tool's default toggle rates.
