### ./config.mk
export PLATFORM = sky130hd
export DESIGN_NAME = counter_8bit_sync_gate_with_carry
export DESIGN_NICKNAME = counter_8bit_sync_gate_with_carry
export VERILOG_FILES = /design/flow/design.v
export SDC_FILE = /design/flow/constraint.sdc
export NUM_CORES = 4
export LEC_CHECK = 1
export CORE_AREA = 10 10 70 70
export DIE_AREA = 0 0 80 80
### ./constraint.sdc
current_design counter_8bit_sync_gate_with_carry

set clk_period 2.1
set clk_io_pct 0.2

create_clock -name clk0 -period $clk_period [get_ports {clk}]

set non_clock_inputs [all_inputs -no_clocks]
set_input_delay [expr $clk_period * $clk_io_pct] -clock clk0 $non_clock_inputs
set_output_delay [expr $clk_period * $clk_io_pct] -clock clk0 [all_outputs]
### ./design.v
module counter_8bit_sync_gate_with_carry (
    input      clk,         
    input      rst,         
    output [7:0]  count,     
    output        carry_out  
);
    wire [7:0] D;
    wire [7:0] Q;
    wire [7:0] QN;
    wire [7:0] carry;
    assign count = Q;
    assign carry[0] = 1'b1;
    assign carry[1] = carry[0] & Q[0];
    assign carry[2] = carry[1] & Q[1];
    assign carry[3] = carry[2] & Q[2];
    assign carry[4] = carry[3] & Q[3];
    assign carry[5] = carry[4] & Q[4];
    assign carry[6] = carry[5] & Q[5];
    assign carry[7] = carry[6] & Q[6];
    assign D[0] = Q[0] ^ carry[0];
    assign D[1] = Q[1] ^ carry[1];
    assign D[2] = Q[2] ^ carry[2];
    assign D[3] = Q[3] ^ carry[3];
    assign D[4] = Q[4] ^ carry[4];
    assign D[5] = Q[5] ^ carry[5];
    assign D[6] = Q[6] ^ carry[6];
    assign D[7] = Q[7] ^ carry[7];
    assign carry_out = &Q;   
    D_FF ff0 (
        .D(D[0]),
        .CLK(clk),
        .R(rst),
        .S(1'b0),       
        .Q(Q[0]),
        .QN(QN[0])
    );
    D_FF ff1 (
        .D(D[1]),
        .CLK(clk),
        .R(rst),
        .S(1'b0),
        .Q(Q[1]),
        .QN(QN[1])
    );
    D_FF ff2 (
        .D(D[2]),
        .CLK(clk),
        .R(rst),
        .S(1'b0),
        .Q(Q[2]),
        .QN(QN[2])
    );
    D_FF ff3 (
        .D(D[3]),
        .CLK(clk),
        .R(rst),
        .S(1'b0),
        .Q(Q[3]),
        .QN(QN[3])
    );
    D_FF ff4 (
        .D(D[4]),
        .CLK(clk),
        .R(rst),
        .S(1'b0),
        .Q(Q[4]),
        .QN(QN[4])
    );
    D_FF ff5 (
        .D(D[5]),
        .CLK(clk),
        .R(rst),
        .S(1'b0),
        .Q(Q[5]),
        .QN(QN[5])
    );
    D_FF ff6 (
        .D(D[6]),
        .CLK(clk),
        .R(rst),
        .S(1'b0),
        .Q(Q[6]),
        .QN(QN[6])
    );
    D_FF ff7 (
        .D(D[7]),
        .CLK(clk),
        .R(rst),
        .S(1'b0),       
        .Q(Q[7]),
        .QN(QN[7])
    );
endmodule
module D_FF (
    input      D,
    input      CLK,
    input      R,    
    input      S,    
    output reg Q,
    output     QN
);
    assign QN = ~Q;
    always @(posedge CLK or posedge R or posedge S) begin
        if (R)
            Q <= 1'b0;
        else if (S)
            Q <= 1'b1;
        else
            Q <= D;
    end
endmodule
### ./run.sh
#!/bin/bash
# OpenROAD 26Q1-2900-gdf79404cd8, Yosys 0.63+post, stock flow scripts
make -C /OpenROAD-flow-scripts/flow DESIGN_CONFIG=/design/flow/config.mk WORK_HOME=/design/flow/orfs finish
==> results.py <==
# Auto-generated metrics
metrics = {
    "synth": {
        "synth_flops": 8,
        "synth_cell_types": 7,
        "syn_area_um2": 368,
        "yosys_area_um2": 368,
        "synthCells": 28,
        "yosys_cells": 28,
        "yosys_warnings": 2,
        "yosysTopAreaCell": "dfrtp_1",
        "ys_seq_share_pct": 54.4,
        "syn_avg_cell_area_um2": 13.1,
        "area_leaders": "dfrtp_1 (54%), ha_1 (20%), buf_4 (16%)",
        "synth.top_cell.area_share_pct": 54.4,
    },
    "worst_setup_path": {
        "cpMostUsedCell": "ha_1",
        "crit_arrival_ns": 1.93,
        "end_kind": "register",
        "crit_fanout": 4,
        "rr_worst_depth": 7,
        "cp.required_ns": 2.22,
        "worstSetupPathType": "reg2reg",
        "path_cells": "ha_1 > ha_1 > ha_1 > ha_1 > ha_1 > ha_1 > xor2_1",
        "cp-start-kind": "register",
        "crit_path_top_delay_cell": "dfrtp_1",
        "cpPeakStageDelay_ns": 0.41,
    },
    "detailed_routing": {
        "drt_iter0_markers": 9,
        "antenna_cells": 0,
        "via_per_inst": 2.54,
        "drt_pass1_iterations": 4,
        "postRouteAntennaNets": 0,
        "routed-via-count": 201,
        "route.detailed.drc": 0,
        "wl_per_cell_um": 8.28,
        "wl_um": 654,
    },
    "clock_tree": {
        "ctsHoldBuffers": 0,
        "insertion_delay_ns": 0.24,
        "cts_tree": "yes",
        "numCtsBuffers": 3,
        "clk_pin_slew_worst_paths_ns": 0.05,
        "cts_sinks": 8,
        "cts-root-buf": "clkbuf_4",
        "cts_buffer_depth": 2,
        "cts_post_setup_buffers_inserted": 0,
        "cts_resized": 0,
        "htreeDepth": 1,
    },
    "floorplan": {
        "ios": 11,
        "dieHeight_um": 80,
        "rows": 21,
        "fp-utilization_pct": 10.8,
        "core_um2": 3420,
        "die_area_um2": 6400,
        "fp.dieW_um": 80,
    },
    "global_routing": {
        "globalRouteTotalUtil_pct": 2.07,
        "grt_pass1_wl_um": 1030,
        "grt_pass1_vias": 208,
        "grt_max_degree": 9,
        "grt.overflow.total": 0,
        "antenna_found_initial": 0,
    },
    "power_and_ir_drop": {
        "vdd_drop_max_mv": 0.101,
        "total_power_mw": 0.270,
        "p_per_area_nw_per_um2": 554,
        "p_leak_nw": 0.227,
    },
    "final_timing": {
        "max_slew_margin_pct": 80.9,
        "holdWs_ns": 0.414,
        "rsz0062_at_grt": "false",
        "max_freq_ghz": 0.554,
        "slew_viol_final": 0,
        "setup_viol": 0,
        "fin_setup_tns_ns": 0,
        "period_used_pct": 85.9,
        "period_needed_ns": 1.80,
        "finalHoldViolCount": 0,
        "tightest_slew_ns": 0.286,
        "finClkSkew_ns": 0.000558,
        "fin_ws_ns": 0.296,
    },
    "cells_and_area": {
        "drive_gt1_share_pct": 9.09,
        "final_area_um2": 488,
        "syn_to_final_growth_pct": 32.7,
        "final_cells": 79,
        "seq_area_um2": 200,
        "fillerInstances": 391,
        "final_util_pct": 14.3,
        "logic_area_um2": 100,
    },
    "placed_design": {
        "gp_congestion": 0.683,
        "placed_area_um2": 465,
        "pre_cts_ws_ns": 0.290,
        "dp_hpwl_um": 548,
        "dp_cells": 76,
        "io_buffers": 10,
    },
    "flow_run": {
        "warning_count": 25,
        "drv_cap": 0,
    },
    "worst_hold_path": {
        "hold_class": "in2async",
    },
    "outcome": {
        "status": "finished clean",
    },
}
==> worst max-delay path: cells and delay by family, from the launching register on <==
family / cells / cell delay [ns]
xor gates and xnor gates: 1 / 0.16
DFF: 1 / 0.41
adders and majority gates: 6 / 1.12
==> cell type report <==
class                           instances  share of cell area (%)
Clock buffer                            3                    4.62
Inverter                                2                    1.54
Multi-Input combinational cell         10                    20.5
Sequential cell                         8                    41.0
Tap cell                               46                    11.8
Timing Repair Buffer                   10                    20.5
==> placed cells by master, fill, tap and decap left out <==
cell	n
clkdlybuf4s50_1	10
xor2_1	1
ha_1	6
clkbuf_4	3
nand4_1	2
dfrtp_1	8
nor2_1	1
inv_1	2
==> kinds of logic (layout without fill, tap and decap cells) <==
logic type	Yosys count	count (layout)	share of synthesized area (%)
buffers and inverters	10	15	18.4
and+or+nand+nor	3	3	4.42
xor gates and xnor gates	1	1	2.38
adders and majority gates	6	6	20.4
DFF	8	8	54.4
==> metal layers <==
layer  GRT usage (%)  vias to the layer above  part of all wire (%)
li1                -                       98                     -
met1            2.03                       94                    35
met2            3.21                        7                    49
met3            1.25                        2                    11
met4            1.41                        0                   4.3
met5               0                        -                     0
==> report_power, final <==
group / total [mW] / leakage (nW) / internal (mW) / switching (mW)
Sequential: 0.154 / 0.102 / 0.154 / 0
Clock: 0.111 / 0.0138 / 0.0650 / 0.0461
Combinational: 0.00462 / 0.111 / 0.00174 / 0.00288
Total: 0.270 / 0.227 / 0.221 / 0.0490
==> cells in the mapped netlist, drive strengths merged <==
library cell	count
xor2	1
ha	6
buf	8
dfrtp	8
inv	2
nor2	1
nand4	2
==> state kept, by name, indices dropped and copies added, names as in the netlist <==
signal,cells
ff1.Q,1
ff5.Q,1
ff7.Q,1
ff2.Q,1
ff6.Q,1
ff4.Q,1
ff0.Q,1
ff3.Q,1
==> path summary, 6_finish.rpt <==
kind | from | endpoint | slack, ns
setup / recovery | ff0.Q$_DFF_PP0_ | ff7.Q$_DFF_PP0_ | 0.30
max in group asynchronous | rst | ff0.Q$_DFF_PP0_ | 1.47
min in group clk0 | ff0.Q$_DFF_PP0_ | ff0.Q$_DFF_PP0_ | 0.49
hold / removal | rst | ff6.Q$_DFF_PP0_ | 0.41
hold reg to reg | ff0.Q$_DFF_PP0_ | ff0.Q$_DFF_PP0_ | 0.49
setup reg to reg | ff0.Q$_DFF_PP0_ | ff7.Q$_DFF_PP0_ | 0.30
Power figures rest on the tool's default switching activity, not on a simulated workload.
