File: flow/run.sh
#!/bin/bash
# OpenROAD 26Q1-2900-gdf79404cd8, Yosys 0.63+post, stock flow scripts
make -C /OpenROAD-flow-scripts/flow DESIGN_CONFIG=/design/flow/config.mk WORK_HOME=/design/flow/orfs finish
File: flow/config.mk
export PLATFORM = sky130hd
export DESIGN_NAME = binary_to_bcd_8bit_comb
export DESIGN_NICKNAME = binary_to_bcd_8bit_comb
export VERILOG_FILES = /design/flow/design.v
export SDC_FILE = /design/flow/constraint.sdc
export NUM_CORES = 4
export LEC_CHECK = 1
export CORE_AREA = 10 10 70 70
export DIE_AREA = 0 0 80 80
File: flow/constraint.sdc
current_design binary_to_bcd_8bit_comb

set clk_period 8.2
set clk_io_pct 0.2

create_clock -name clk0 -period $clk_period

set non_clock_inputs [all_inputs -no_clocks]
set_input_delay [expr $clk_period * $clk_io_pct] -clock clk0 $non_clock_inputs
set_output_delay [expr $clk_period * $clk_io_pct] -clock clk0 [all_outputs]
File: flow/design.v
module bcd_digit_correct (
    input      [3:0] digit_in,
    output reg [3:0] digit_out
);
    wire ge5;
    wire [3:0] add3_result;
    assign ge5 = digit_in[3] | (digit_in[2] & (digit_in[1] | digit_in[0]));
    wire c1, c2, c3;
    assign add3_result[0] = digit_in[0] ^ 1'b1 ^ 1'b0;
    assign c1 = (digit_in[0] & 1'b1) | (1'b0 & (digit_in[0] ^ 1'b1));
    assign add3_result[1] = digit_in[1] ^ 1'b1 ^ c1;
    assign c2 = (digit_in[1] & 1'b1) | (c1 & (digit_in[1] ^ 1'b1));
    assign add3_result[2] = digit_in[2] ^ 1'b0 ^ c2;
    assign c3 = (digit_in[2] & 1'b0) | (c2 & (digit_in[2] ^ 1'b0));
    assign add3_result[3] = digit_in[3] ^ 1'b0 ^ c3;
    genvar i;
    generate
        for (i = 0; i < 4; i = i + 1) begin : mux
            assign digit_out[i] = (ge5 & add3_result[i]) | (~ge5 & digit_in[i]);
        end
    endgenerate
endmodule
module binary_to_bcd_8bit_comb (
    input      [7:0]  binary,
    output     [11:0] bcd_result
);
    wire [19:0] level0, level1, level2, level3, level4, level5, level6, level7, level8;
    assign level0 = {12'd0, binary};
    genvar i;
    generate
        for (i = 0; i < 8; i = i + 1) begin : stage
            wire [19:0] in_reg = (i == 0) ? level0 :
                               (i == 1) ? level1 :
                               (i == 2) ? level2 :
                               (i == 3) ? level3 :
                               (i == 4) ? level4 :
                               (i == 5) ? level5 :
                               (i == 6) ? level6 :
                               (i == 7) ? level7 : 20'd0;
            wire [3:0] units_in    = in_reg[11:8];
            wire [3:0] tens_in     = in_reg[15:12];
            wire [3:0] hundreds_in = in_reg[19:16];
            wire [3:0] units_corr;
            wire [3:0] tens_corr;
            wire [3:0] hundreds_corr;
            bcd_digit_correct u_units (
                .digit_in (units_in),
                .digit_out (units_corr)
            );
            bcd_digit_correct u_tens (
                .digit_in (tens_in),
                .digit_out (tens_corr)
            );
            bcd_digit_correct u_hunds (
                .digit_in (hundreds_in),
                .digit_out (hundreds_corr)
            );
            wire [19:8] bcd_corr = {hundreds_corr, tens_corr, units_corr};
            wire [19:0] corrected_reg = {bcd_corr, in_reg[7:0]};
            wire [19:0] shifted = corrected_reg << 1;
            case (i)
                0: assign level1 = shifted;
                1: assign level2 = shifted;
                2: assign level3 = shifted;
                3: assign level4 = shifted;
                4: assign level5 = shifted;
                5: assign level6 = shifted;
                6: assign level7 = shifted;
                7: assign level8 = shifted;
            endcase
        end
    endgenerate
    assign bcd_result = level8[19:8];
endmodule
==> run summary <==
Results of the run.

The achievable clock frequency is 126 MHz. The first detailed-routing pass ran for 4 iterations. The capturing element type of the critical path is an output pin. Per the synthesis report, the adder-cell share of the synthesized area is 0.406. The total power is 0.000267 W. The total tool warning count is 39. After synthesis the cells add up to 647 µm². By instance count after routing, the leading logic cell type is sky130_fd_sc_hd__inv_1. The mux share of post-synthesis cell area is 0.164. The final routed DRC violation total is 0. The synthesized instance count is 78. The number of max-capacitance violations reported is 0.

The number of core rows is 21. The area taken by flip-flops and latches is 0 µm². The number of hold buffers added after CTS was 0.

The die covers 0.00640 mm². In the finished design, the share of the clock period the worst path needs comes to 0.967. For this run, the share of the core covered by cells in the final layout is 0.301.

The register area share after synthesis is 0. The hold-critical path depth is 0. The worst-case IR drop observed on VDD is 174 µV.

The HPWL after detailed placement is 1.01 mm. The cell with the largest stage delay on the worst path is sky130_fd_sc_hd__clkdlybuf4s50_1. At the floorplan stage, the core utilization is reported as 0.189.

According to the timing report, the arrival time at the worst endpoint equals 6290 ps. The number of global-route vias before repair was 495. The count of final setup violators is 0. The Yosys step of the flow raised 4 warnings. The I/O pin total is 20. The nature of the critical path startpoint is an input pin.

Per the run report, area growth between synthesis and finish was 59.0%. The floorplan die width is 80 µm. The number of antenna violations at the first check in global routing is 0. The core box area is 0.00342 mm². The cell total in the yosys stat output is 78.

The first global-routing pass estimated 1.97 mm of wire. The routed design ends up with an antenna cell count of 0. The post-synthesis share of cell area spent on xor and xnor gates is 0.106. Per the synthesis report, the AND-OR/OR-AND share of the synthesized area is 0.0967. Leaving out fill and tap cells, the most frequent cells in the layout are sky130_fd_sc_hd__inv_1 (18), sky130_fd_sc_hd__ha_1 (15), sky130_fd_sc_hd__clkdlybuf4s50_1 (15). The script logs the mean routed wire length per placed instance as 8.36 µm. The largest single stage delay on the critical path is 480 ps. The power report puts the leakage power at 0.478 nW. The weighted congestion at the end of routability-driven global placement is 0.747. The number of vias per cell after detailed routing is 3.54. Nets still carrying antenna violations after routing amount to 0. There are 0 flip-flops and latches. Pins over their slew limit in the final report were tallied at 0. The worst hold path terminates at bcd_result[0]. The wire length recorded after detailed routing is 1.22 mm. The flow ran to the end, and the final reports show no timing, DRC or antenna violations. In the setup report, the worst path falls into the class in2out.

The residual overflow from global routing is 0. Per the synthesis report, the simple-gate share of the synthesized area is 0.0445. The critical path data required time is 6560 ps. The global-route usage over all layers is 0.0346. The path class of the tightest hold or removal check is in2out. The vertical die dimension reported for this design is 80 µm. The layout summary lists the proportion of cells stronger than drive strength 1 as 0.320. The average cell area after synthesis is 8.29 µm².

The main combinational cell family by area after synthesis is adder cells. Per the hold report, the tightest min-delay path originates at binary[0]. The pin count of the biggest net entering global routing is 6. The number of violations reported at the end of detailed-routing iteration 0 is 1.

According to the Yosys statistics, the synthesized design has a chip area of 647 µm². The number of buffer cells added on primary ports is 16. The gate-level netlist out of Yosys references 20 unique cell types. The largest fanout of any net on the critical path is 4. The number of clock buffer instances in the layout is 0. The final hold violation count recorded for this run is 0. The worst path needs 7930 ps of the cycle, external delays included.

Hold timing on the final database bottoms out at a slack of 3280 ps. The final layout reports a setup TNS of 0 ps. Setup repair after global routing could not meet its margin everywhere.

The power density over the cells is 259 mW/mm². The via total after detailed routing is 517.
-- what timing repair did --
action                                  CTS  global route
resized                                   2            21
endpoints found under the setup margin    4             8
pin swaps                                 2             4
buffers inserted                          1             4
cloned                                    0             0
-- routing by layer --
layer,wire (µm),GRT usage
met5,0,0
met4,0,0
met3,69,0.00909
met2,506,0.0578
met1,644,0.0462
-- cell families after synthesis --
group                      Yosys count
buffers and inverters               26
adders and majority gates           21
other                                1
xor gates and xnor gates             7
AOI/OAI and AO/OA                    7
muxes                               10
and+or+nand+nor                      6
-- Yosys cell counts --
| master | n | area (µm²) |
|---|---|---|
| sky130_fd_sc_hd__nand3_2 | 1 | 10.0 |
| sky130_fd_sc_hd__conb_1 | 1 | 3.75 |
| sky130_fd_sc_hd__mux2_2 | 1 | 11.3 |
| sky130_fd_sc_hd__xnor2_1 | 4 | 35.0 |
| sky130_fd_sc_hd__ha_1 | 21 | 263 |
| sky130_fd_sc_hd__mux2i_1 | 8 | 80.1 |
| sky130_fd_sc_hd__a21oi_1 | 2 | 10.0 |
| sky130_fd_sc_hd__a22oi_1 | 1 | 7.51 |
| sky130_fd_sc_hd__a21bo_2 | 1 | 10.0 |
| sky130_fd_sc_hd__xor2_2 | 1 | 16.3 |
| sky130_fd_sc_hd__mux2_4 | 1 | 15.0 |
| sky130_fd_sc_hd__clkbuf_2 | 1 | 5.00 |
| sky130_fd_sc_hd__xor2_1 | 2 | 17.5 |
| sky130_fd_sc_hd__buf_4 | 4 | 30.0 |
| sky130_fd_sc_hd__inv_1 | 21 | 78.8 |
| sky130_fd_sc_hd__nor2_1 | 4 | 15.0 |
| sky130_fd_sc_hd__a31oi_2 | 1 | 12.5 |
| sky130_fd_sc_hd__a21oi_4 | 1 | 16.3 |
| sky130_fd_sc_hd__nand2_1 | 1 | 3.75 |
| sky130_fd_sc_hd__a31oi_1 | 1 | 6.26 |
-- worst max-delay path by stage --
stage	start	slack, ps	cells after the start	end
after global routing	binary[6]	-60	29	bcd_result[4]
final	binary[6]	270	29	bcd_result[4]
after CTS	binary[5]	20	30	bcd_result[3]
-- final cells by class --
| class | instances | area [µm²] |
|---|---|---|
| Multi-Input combinational cell | 53 | 654 |
| Timing Repair Buffer | 26 | 238 |
| Inverter | 21 | 78.8 |
| Fill cell | 361 | 2390 |
| Tap cell | 46 | 57.6 |
-- metrics by stage --
step,instance area (µm²),setup WS (ps),instances
4_1_cts,891,21.0,142
6_report,1030,271,146
3_5_place_dp,871,-42.8,141
5_1_grt,1030,-63.3,146
2_1_floorplan,651,820,79
3_3_place_gp,871,14.0,141
-- where the power goes --
group	internal [W]	switching, W
Sequential	0	0
Clock	0	0
Combinational	0.000170	0.0000967
-- worst max-delay path: cells and delay by family --
kind | cells | cell delay (ps)
mux | 1 | 250
xor+xnor | 3 | 430
fa+ha+maj | 12 | 2000
compound gates | 2 | 360
buf+inv | 11 | 1600
Power is estimated from default activity; no workload was simulated.
